==> flow/design.v <==
module bcd_to_7seg (input [3:0] bcd, 
						  output reg [6:0] seg
							);
    always @ (*)
        case (bcd)
            4'b0000: seg = 7'b1000000;   
            4'b0001: seg = 7'b1111001;   
            4'b0010: seg = 7'b0100100;   
            4'b0011: seg = 7'b0110000;   
            4'b0100: seg = 7'b0011001;   
            4'b0101: seg = 7'b0010010;   
            4'b0110: seg = 7'b0000010;   
            4'b0111: seg = 7'b1011000;   
            4'b1000: seg = 7'b0000000;   
            4'b1001: seg = 7'b0011000;   
            default: seg = 7'b1111111;    
        endcase
endmodule
module lab_2a(input [7:0] SW,
                  output [6:0] HEX0, 
                  output [6:0] HEX1
                  );
    wire [3:0] sw_hex1 = SW[7:4];
    wire [3:0] sw_hex0 = SW[3:0];
    bcd_to_7seg bcd_to_7seg_0 ( .bcd(sw_hex0), .seg(HEX0) );
    bcd_to_7seg bcd_to_7seg_1 ( .bcd(sw_hex1), .seg(HEX1) );
endmodule
==> flow/run.sh <==
#!/bin/bash
# OpenROAD 26Q1-2900-gdf79404cd8, Yosys 0.63+post, stock flow scripts
make -C /OpenROAD-flow-scripts/flow DESIGN_CONFIG=/design/flow/config.mk WORK_HOME=/design/flow/orfs finish
==> flow/config.mk <==
export PLATFORM = sky130hd
export DESIGN_NAME = lab_2a
export DESIGN_NICKNAME = lab_2a
export VERILOG_FILES = /design/flow/design.v
export SDC_FILE = /design/flow/constraint.sdc
export NUM_CORES = 4
export LEC_CHECK = 1
export CORE_AREA = 10 10 70 70
export DIE_AREA = 0 0 80 80
==> flow/constraint.sdc <==
current_design lab_2a

set clk_period 1.4
set clk_io_pct 0.2

create_clock -name clk0 -period $clk_period

set non_clock_inputs [all_inputs -no_clocks]
set_input_delay [expr $clk_period * $clk_io_pct] -clock clk0 $non_clock_inputs
set_output_delay [expr $clk_period * $clk_io_pct] -clock clk0 [all_outputs]
==> impl_metrics.csv <==
group,metric,value,unit
status,status,"finished with violations",
status,violations,"negative setup slack",
timing,rsz0062_at_grt,"true",
global_routing,track_usage,4.433,%
global_routing,grt_pass1_vias,546,
synth,synth_cells,59,
cells_and_area,nClkBuffers,0,
timing,worst_pin_slew,0.2435,ns
worst_setup_path,start_kind,"primary input",
floorplanning,die_area,6400,sq um
worst_setup_path,crit_path_max_fanout,3,
timing,period_minus_slack,1.437,ns
worst_hold_path,hp-class,"primary input to output pin",
floorplanning,fp.dieW,80,um
worst_setup_path,cpPeakStageDelay,0.23,ns
timing,slew_headroom,83.77,%
global_routing,grt_pass1_wl,2490,um
cells_and_area,utilization,28.10,%
timing,finalSetupViolations,3,
timing,drv_slew,0,
global_routing,grt_overflow_total,0,
worst_setup_path,critPathRequiredTime,1.12,ns
synth,synthTopCellsByCount,"10 x ha_1, 9 x a21oi_1, 7 x o21ai_0, 6 x inv_1",
detailed_routing,dr_total_vias,560,
timing,post-route-period-util,102.7,%
timing,hold_viol,0,
floorplanning,std_cell_rows,21,
worst_setup_path,crit_top_cell,"a21oi_2",
placed_design,port_buffers,22,
cells_and_area,syn2layout_area_growth,143.5,%
run,tool_warnings,42,
worst_setup_path,worst_setup_path_end_kind,"output pin",
global_routing,grt_antenna_before_repair,0,
floorplanning,fp.dieH,80,um
cells_and_area,flop-count,0,
cells_and_area,final_layout_size_suffix_gt1_share,69.39,%
synth,ys_seq_share,0,%
worst_setup_path,path_buffers,3,
synth,yosys-stat-area,394.1,sq um
power_and_ir_drop,p_per_area,279.5,nW/um^2
detailed_routing,ant_nets,0,
synth,yosys_cells,59,
synth,top_area_cell,"ha_1",
worst_setup_path,path_cells,"buf_8, buf_6, ha_4, or2_4, a21oi_2, a21oi_2, buf_2",
synth,synth.top_cells.by_area,"ha_1 32%, a21oi_1 11%, o21ai_0 8.9%, o31ai_1 7.6%, buf_6 5.7%",
placed_design,dpl.hpwl,1080,um
cells_and_area,stdcell_area,959.7,sq um
placed_design,place.gp.congestion,0.7284,
synth,ys_types,20,
worst_setup_path,worstSetupPathType,"primary input to output pin",
timing,max_freq,0.6958,GHz
detailed_routing,drc,0,
worst_setup_path,cp_slowest_cell,"or2_4",
power_and_ir_drop,vdd_drop_max,0.1259,mV
timing,worst_slack,-0.03723,ns
floorplanning,core_area,3416,sq um
power_and_ir_drop,power,0.0002682,W
synth,yosys_warnings,1,
synth,top_area_share,31.75,%
detailed_routing,vias_per_cell,3.889,
floorplanning,ios,22,
synth,synth_dominant_cell_count,"ha_1",
floorplanning,fp_util,11.54,%
detailed_routing,antenna_cells,0,
synth,netlist_area,394.1,sq um
clocking,cts_hold_buffers,0,
global_routing,grt_max_degree,13,
power_and_ir_drop,p_leak,0.3971,nW
run,cap_violations,0,
worst_setup_path,worstPathArrival,1.16,ns
cells_and_area,regArea,0,sq um
worst_setup_path,cp_top_family,"buffers and inverters",
detailed_routing,drt_wl_total,1447,um
detailed_routing,first_pass_iters,2,
synth,postSynthAreaPerCell,6.680,sq um
detailed_routing,wl_per_cell,10.05,um
placed_design,dpl_cell_area,759.5,sq um
detailed_routing,drtIter0Drc,2,
timing,hold_ws,0.9755,ns
timing,setup-tns-final,-0.06801,ns
==> kinds of logic (layout without fill, tap and decap cells) <==
| group | count (synthesis) | after routing | share of synthesized area, % |
|---|---|---|---|
| AOI/OAI and AO/OA | 25 | 25 | 36.83 |
| xor gates and xnor gates | 1 | 1 | 2.223 |
| adders and majority gates | 10 | 10 | 31.75 |
| buffers and inverters | 10 | 49 | 13.97 |
| and+or+nand+nor | 13 | 13 | 15.24 |
==> worst min-delay path, delay by kind of cell <==
family	cells	cell delay, ns
compound gates	1	0.09
buf+inv	2	0.33
==> repair_timing <==
action	4_1_cts	5_1_grt
gates resized	109	23
cloned	0	1
setup endpoints to repair	14	14
pin swaps	13	11
buffers inserted	3	2
==> path summary, 6_finish.rpt <==
path,startpoint,cells past startpoint,endpoint
max,SW[4],7,HEX1[0]
min,SW[2],3,HEX0[4]
==> placed cells by master (no fill, tap or decap), types with 2 or more instances in the layout <==
cell type        instances
o31ai_2                  3
o21ai_2                  3
ha_4                     7
nand2_1                  3
a21oi_1                  2
buf_6                    9
nor2_1                   2
dlygate4sd2_1            4
buf_4                   15
a21oi_2                  7
clkdlybuf4s15_1          3
nor2_4                   2
ha_1                     2
clkbuf_2                 2
o21ai_1                  5
inv_4                    3
buf_2                    8
==> per-layer routing <==
metal,GRT usage (%),routed length (um),up-vias
met5,0,0,-
met1,5.603,631,258
li1,-,-,286
met4,0,0,0
met3,1.591,161,0
met2,7.464,653,16
==> metrics by stage <==
step / cells / setup WS [ns]
after CTS: 141 / -0.07836
after global routing: 144 / -0.07492
after detailed placement: 139 / -0.7766
after global placement: 139 / -0.7661
final: 144 / -0.03723
after floorplan: 59 / 0.2643
==> layout make-up <==
type | count | area [sq um]
tap | 46 | 57.56
multi-input combinational | 49 | 511.7
timing repair buffer | 43 | 355.3
fill | 349 | 2456
inverter | 6 | 35.03
==> report_power, final <==
| part | switching (W) | total [W] | internal [W] |
|---|---|---|---|
| logic | 0.000117 | 0.000268 | 0.000151 |
| registers | 0 | 0 | 0 |
| clock network | 0 | 0 | 0 |
Power is estimated from default activity; no workload was simulated.
