==> design/flow/design.v <==
module BCD_to_7seg (
    input [3:0] BCD,
    output reg [6:0] seg
);
    always @(*) begin
        case(BCD)
            4'b0000: seg = 7'b1000000;  
            4'b0001: seg = 7'b1111001;  
            4'b0010: seg = 7'b0100100;  
            4'b0011: seg = 7'b0110000;  
            4'b0100: seg = 7'b0011001;  
            4'b0101: seg = 7'b0010010;  
            4'b0110: seg = 7'b0000011;  
            4'b0111: seg = 7'b1111000;  
            4'b1000: seg = 7'b0000000;  
            4'b1001: seg = 7'b0010000;  
            default: seg = 7'b1111111;  
				endcase
    end
endmodule
module binary_to_BCD(
    input [5:0] bin,
    output reg [3:0] BCD1, BCD0
);
    integer i;
    reg [6:0] tempBCD;
    always @(*) begin
        tempBCD = 7'b0000000;
        for(i=0; i<6; i=i+1) begin
            if(tempBCD[6:4] >= 5) begin
                tempBCD = tempBCD + 7'b0000011;
            end
            tempBCD = tempBCD << 1;
            tempBCD[0] = bin[5-i];
        end
        BCD1 = tempBCD[6:4];
        BCD0 = tempBCD[3:0];
    end
endmodule
module lab_2f(
    input [5:0] SW,
    output [6:0] HEX0, HEX1
);
    wire [3:0] BCD1, BCD0;
    binary_to_BCD binary_to_BCD_inst(
        .bin(SW),
        .BCD1(BCD1),
        .BCD0(BCD0)
    );
    BCD_to_7seg BCD_to_7seg_inst1(
        .BCD(BCD1),
        .seg(HEX1)
    );
    BCD_to_7seg BCD_to_7seg_inst0(
        .BCD(BCD0),
        .seg(HEX0)
    );
endmodule
==> design/flow/run.sh <==
#!/bin/bash
# OpenROAD 26Q1-2900-gdf79404cd8, Yosys 0.63+post, stock flow scripts
make -C /OpenROAD-flow-scripts/flow DESIGN_CONFIG=/design/flow/config.mk WORK_HOME=/design/flow/orfs finish
==> design/flow/config.mk <==
export PLATFORM = sky130hd
export DESIGN_NAME = lab_2f
export DESIGN_NICKNAME = lab_2f
export VERILOG_FILES = /design/flow/design.v
export SDC_FILE = /design/flow/constraint.sdc
export NUM_CORES = 4
export LEC_CHECK = 1
export CORE_AREA = 10 10 70 70
export DIE_AREA = 0 0 80 80
==> design/flow/constraint.sdc <==
current_design lab_2f

set clk_period 1.2
set clk_io_pct 0.2

create_clock -name clk0 -period $clk_period

set non_clock_inputs [all_inputs -no_clocks]
set_input_delay [expr $clk_period * $clk_io_pct] -clock clk0 $non_clock_inputs
set_output_delay [expr $clk_period * $clk_io_pct] -clock clk0 [all_outputs]
==> job_summary.md <==
### Yosys + OpenROAD results

| Metric | Value |
|---|---|
| Busiest grt layer | met2 |
| Worst Setup End Kind | output pin |
| Met1 Use GR | approximately 4% |
| Placed Area | 507 um2 |
| Slew Limit Fails | 0 |
| WP data arrival | 1.15 ns |
| Clkbuf count | 0 |
| Vias/cell | 3.23 |
| Cell taking the most area after synthesis | ha_1 |
| Vias in the first global route | 382 |
| HPWL after DPL | 715 um |
| RSZ-0062 raised after global routing | yes |
| Adder-Cell Fraction of Synth Area | 21.5% |
| Crit-path max FO | 4 |
| Pwr dens | 320 nW/um2 |
| Leak | 0.302 nW |
| Syn Inst Count | 36 |
| Antenna violations before repair | 0 |
| Yosys aoi share | 29.6% |
| Finished layout cell area | 678 um2 |
| Pin count of the biggest net entering global routing | 10 |
| Hold Vio Cnt, Final | 0 |
| Final setup viols | 4 |
| Max_cap viols | 0 |
| Number of cells in Yosys stat | 36 |
| Rows | 21 |
| Initial drt markers | 6 |
| First-pass GRT wire length | ~1.7 mm |
| Number of OpenROAD warnings | 37 |
| Final Worst Setup Slack | -0.193 ns |
| Die Height | 80 um |
| Hold WC Path Type | in2out |
| Per-cell routed wire length | 9.30 um |
| Die area | 6400 um2 |
| Share of layout cells above drive strength 1 | 75.4% |
| Max Clock Freq | 0.718 GHz |
| CP required | between 0.9 and 1 ns |
| CORE AREA | 3420 um2 |
| Final antenna-violating net count | 0 |
| Die Span X | 80 um |
| Distinct cell type count after synthesis | 17 |
| GRT overflow | 0 |
| Post-synth seq share | 0% |
| Mux cell area share | 0% |
| Synth warn | 2 |
| Area Growth Syn to Fin | 191% |
| XOR Share, Synth | 3.76% |
| Post-Syn Area | between 200 and 250 um2 |
| Port-buffer cells | 19 |
| Final core utilization | 19.9% |
| Status | finished with violations |
| Period utilization | 116% |
| Register area | 0 um2 |
| Final WL | between 1 and 1.5 mm |
| Synth top area share | 21.5% |
| FILL cells | 384 |
| Syn Area/Cell | 6.46 um2 |
| DRT Pass-1 Iters | 4 |
| Worst vdd ir | ~0.14 mV |
| # diodes | 0 |
| Failing checks | setup timing |
| Met3 Usage GRT | 1.59% |
| Met2 Track Usage GR | around 4.7% |
| I/O Pins | 20 |
| RD Place Congestion | 0.721 |
| Biggest area cells | ha_1 22%, a21oi_1 11%, buf_4 9.7%, inv_1 9.7%, o21ai_0 6.5% |
| Final min period | 1.39 ns |
| DRC viols | 0 |
| Pre-CTS setup slack | -0.915 ns |
| Total GRT Usage | under 10% |
| YS chip area | 233 um2 |
| CP Launch Type | primary input |
| Largest logic family | AND-OR/OR-AND gates |
| Num sequential | 0 |
| Total number of vias | 372 |
| Setup CP Type | in2out |
| Initial Util | 6.81% |
| Simple share | 19.4% |
[critical path, cell delays in order]
cell     delay, ns
buf_8         0.09
inv_8         0.04
ha_4          0.14
or2_1         0.21
a21oi_2       0.17
buf_4         0.13
a21oi_2       0.03
buf_2         0.11
[layout make-up]
cell class         instances  area (um2)  share of cell area [%]
repair buffers            37         298                    43.9
multi-input cells         26         280                    41.3
well taps                 46        57.6                    8.49
inverters                  6        42.5                    6.27
[through the flow]
stage | total power, mW | cells | TNS [ns] | hold slack [ns]
final | 0.217 | 115 | -0.578 | 0.836
after floorplan | 0.0504 | 36 | 0 | 0.493
after global placement | 0.158 | 105 | -8.12 | 1.42
after CTS | 0.182 | 114 | -0.542 | 0.829
after global routing | 0.239 | 115 | -0.921 | 0.865
after detailed placement | 0.158 | 105 | -8.29 | 1.43
[report_power, final]
group / internal, mW / switching (mW) / total [mW]
logic: 0.129 / 0.0878 / 0.217
clock network: 0 / 0 / 0
registers: 0 / 0 / 0
total: 0.129 / 0.0878 / 0.217
[synthesized netlist by cell type, drive strengths merged]
master / number
a211oi: 1
a21oi: 6
a31oi: 2
buf: 4
conb: 1
ha: 4
inv: 6
nor2: 2
nor2b: 2
nor3: 1
o21ai: 3
or2: 2
or2b: 1
xor2: 1
[path summary, 6_finish.rpt]
check                 startpoint      end  slack [ns]  depth (start not counted)
worst min-delay path       SW[0]  HEX0[0]        0.84                          4
worst max-delay path       SW[1]  HEX0[3]       -0.19                          8
[layer usage]
metal | wire length, um | up-vias
met1 | 492 | 170
li1 | - | 180
met5 | 0 | -
met2 | 423 | 22
met3 | 153 | 0
met4 | 0 | 0
[layout by cell type, fill, tap and decap left out]
| cell type | n |
|---|---|
| buf_4 | 14 |
| nor2_2 | 1 |
| inv_1 | 2 |
| ha_2 | 1 |
| o21ai_1 | 1 |
| inv_2 | 2 |
| or2_1 | 1 |
| nor3_4 | 1 |
| buf_2 | 9 |
| a21oi_1 | 1 |
| or2b_1 | 1 |
| conb_1 | 1 |
| buf_12 | 1 |
| o21ai_4 | 1 |
| xor2_1 | 1 |
| a211oi_2 | 1 |
| clkbuf_4 | 1 |
| clkinv_8 | 1 |
| o21ai_2 | 1 |
| a21oi_2 | 5 |
| or2_2 | 1 |
| buf_8 | 1 |
| dlygate4sd2_1 | 4 |
| clkbuf_2 | 1 |
| nor2b_4 | 2 |
| clkdlybuf4s50_1 | 2 |
| inv_8 | 1 |
| ha_4 | 3 |
| buf_6 | 4 |
| a31oi_1 | 2 |
| nor2_1 | 1 |
[cells by family (layout without fill, tap and decap cells)]
kind of cell,count (synthesis),in the layout
xor+xnor,1,1
buf+inv,10,43
compound gates,12,12
simple gates,8,8
other cells,1,1
fa+ha+maj,4,4
[repair_timing]
item | in CTS | in global routing
hold buffers | 0 | 0
cloned | 0 | 0
hold endpoints to repair | 0 | 0
buffers inserted | 9 | 1
pin swaps | 9 | 5
setup endpoints to repair | 13 | 7
gates resized | 76 | 18
Power and IR drop assume default switching activity.
